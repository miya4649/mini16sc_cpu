**config.mk**
```make
export PLATFORM = sky130hd
export DESIGN_NAME = mini16sc_cpu
export DESIGN_NICKNAME = mini16sc_cpu
export VERILOG_FILES = /design/flow/design.v
export SDC_FILE = /design/flow/constraint.sdc
export NUM_CORES = 4
export LEC_CHECK = 1
export CORE_UTILIZATION = 40
```
**constraint.sdc**
```tcl
current_design mini16sc_cpu

set clk_period 15.9
set clk_io_pct 0.2

create_clock -name clk0 -period $clk_period [get_ports {clk}]

set non_clock_inputs [all_inputs -no_clocks]
set_input_delay [expr $clk_period * $clk_io_pct] -clock clk0 $non_clock_inputs
set_output_delay [expr $clk_period * $clk_io_pct] -clock clk0 [all_outputs]
```
**design.v**
```verilog
module mini16sc_cpu
  #(
    parameter WIDTH_I = 16,
    parameter WIDTH_D = 16,
    parameter DEPTH_I = 8,
    parameter DEPTH_D = 8,
    parameter DEPTH_REG = 5
    )
  (
   input                    clk,
   input                    reset,
   input                    soft_reset,
   output reg [DEPTH_I-1:0] mem_i_r_addr,
   input [WIDTH_I-1:0]      mem_i_r_data,
   output reg [DEPTH_D-1:0] mem_d_r_addr,
   input [WIDTH_D-1:0]      mem_d_r_data,
   output reg [DEPTH_D-1:0] mem_d_w_addr,
   output reg [WIDTH_D-1:0] mem_d_w_data,
   output reg               mem_d_we
   );
  localparam TRUE = 1'b1;
  localparam FALSE = 1'b0;
  localparam ONE = 1'd1;
  localparam ZERO = 1'd0;
  localparam FFFF = {WIDTH_D{1'b1}};
  localparam SHIFT_BITS = $clog2(WIDTH_D);
  localparam DEPTH_OPERAND = 5;
  localparam MUL_DELAY = 3;
  localparam BL_OFFSET = 1'd1;
  localparam I_NOP  = 5'h00;
  localparam I_ST   = 5'h01;
  localparam I_MVC  = 5'h02;
  localparam I_BA   = 5'h03;
  localparam I_BC   = 5'h04;
  localparam I_MUL  = 5'h05;
  localparam I_SR   = 5'h06;
  localparam I_SL   = 5'h07;
  localparam I_SRA  = 5'h08;
  localparam I_ADD  = 5'h10;
  localparam I_SUB  = 5'h11;
  localparam I_AND  = 5'h12;
  localparam I_OR   = 5'h13;
  localparam I_XOR  = 5'h14;
  localparam I_MV   = 5'h15;
  localparam I_MVIL = 5'h16;
  localparam I_MVS  = 5'h17;
  localparam I_BL   = 5'h18;
  localparam I_LD   = 5'h19;
  localparam I_CNZ  = 5'h1a;
  localparam I_CNM  = 5'h1b;
  localparam SP_REG_MVC = 0;
  localparam SP_REG_MVIL = 1;
  reg [WIDTH_I-1:0]        inst;
  wire [DEPTH_OPERAND-1:0] ol_d;
  wire [DEPTH_OPERAND-1:0] ol_a;
  wire [10:0]              im_l;
  wire                     is_im;
  wire [4:0]               op;
  reg                      do_jump;
  reg [DEPTH_I-1:0]        jump_addr;
  reg [WIDTH_D-1:0]        reg_data_w;
  reg [WIDTH_D-1:0]        reg_data_r_d;
  reg [WIDTH_D-1:0]        reg_data_r_a;
  wire [WIDTH_D-1:0]       reg_addr_a;
  reg [DEPTH_REG-1:0]      reg_addr_w;
  reg                      reg_we;
  reg [WIDTH_D-1:0]        alu_din_d,  alu_din_a;
  reg [WIDTH_D-1:0]        result_sl,  sl_pd,  sl_pa,  sl_b;
  reg [WIDTH_D-1:0]        result_sr,  sr_pd,  sr_pa,  sr_b;
  reg [WIDTH_D-1:0]        result_sra, sra_pd, sra_pa, sra_b;
  reg [WIDTH_D-1:0]        result_mul, mul_pd, mul_pa;
  reg [WIDTH_D-1:0]        mul_b [0:MUL_DELAY];
  reg [WIDTH_D-1:0]        regfile [0:(1<<DEPTH_REG)-1];
  reg [WIDTH_D-1:0]        reg_sp [0:3];
  reg                      reg_a_nz;
  reg                      reg_a_nm;
  integer                  i;
  assign ol_d = inst[15:11];
  assign ol_a = inst[10:6];
  assign is_im = inst[5];
  assign op = inst[4:0];
  assign im_l = inst[15:5];
  always @*
  begin
    reg_data_r_d = regfile[ol_d];
    reg_data_r_a = regfile[ol_a];
    reg_a_nz = (reg_data_r_a != ZERO);
    reg_a_nm = (reg_data_r_a[WIDTH_D-1] == 1'b0);
    case (op)
      I_MVC:   reg_addr_w = SP_REG_MVC;
      I_MVIL:  reg_addr_w = SP_REG_MVIL;
      default: reg_addr_w = ol_d;
    endcase
    if ((op[4] == TRUE) || ((op == I_MVC) && (reg_a_nz == TRUE)))
      reg_we = TRUE;
    else
      reg_we = FALSE;
    if ((op == I_BA) || ((op == I_BC) && (reg_data_r_d != ZERO)) || (op == I_BL))
    begin
      do_jump = TRUE;
      jump_addr = reg_data_r_a;
    end
    else
    begin
      do_jump = FALSE;
      jump_addr = ZERO;
    end
    alu_din_d = reg_data_r_d;
    if (is_im == TRUE)
      alu_din_a = $signed(ol_a);
    else
      alu_din_a = reg_data_r_a;
    case (op)
      I_ADD: reg_data_w = alu_din_d + alu_din_a;
      I_SUB: reg_data_w = alu_din_d - alu_din_a;
      I_AND: reg_data_w = alu_din_d & alu_din_a;
      I_OR:  reg_data_w = alu_din_d | alu_din_a;
      I_XOR: reg_data_w = alu_din_d ^ alu_din_a;
      I_MV:  reg_data_w = alu_din_a;
      I_MVC: reg_data_w = alu_din_d;
      I_MVS: reg_data_w = reg_sp[alu_din_a];
      I_BL:  reg_data_w = mem_i_r_addr + BL_OFFSET;
      I_LD:  reg_data_w = mem_d_r_data;
      I_MVIL: reg_data_w = im_l;
      I_CNZ:
        begin
          if (reg_a_nz == TRUE)
            reg_data_w = {WIDTH_D{TRUE}};
          else
            reg_data_w = {WIDTH_D{FALSE}};
        end
      I_CNM:
        begin
          if (reg_a_nm == TRUE)
            reg_data_w = {WIDTH_D{TRUE}};
          else
            reg_data_w = {WIDTH_D{FALSE}};
        end
      default: reg_data_w = ZERO;
    endcase
  end
  always @(posedge clk)
  begin
    if (reg_we == 1'b1)
    begin
      regfile[reg_addr_w] <= reg_data_w;
    end
    if (reset == TRUE)
    begin
      mem_i_r_addr <= ZERO;
    end
    else
    begin
      if (soft_reset == TRUE)
      begin
        mem_i_r_addr <= ZERO;
      end
      else
      begin
        if (do_jump == TRUE)
        begin
          mem_i_r_addr <= jump_addr;
        end
        else
        begin
          mem_i_r_addr <= mem_i_r_addr + ONE;
        end
      end
    end
    if (reset == TRUE)
      inst <= ZERO;
    else
      inst <= mem_i_r_data;
    if (op == I_LD)
      mem_d_r_addr <= reg_data_r_a;
    if (op == I_ST)
      mem_d_w_addr <= reg_data_r_d;
    if (op == I_ST)
      mem_d_w_data <= alu_din_a;
    if (op == I_ST)
      mem_d_we <= TRUE;
    else
      mem_d_we <= FALSE;
    if (op == I_MUL)
    begin
      mul_pd <= alu_din_d;
      mul_pa <= alu_din_a;
    end
    mul_b[0] <= mul_pd * mul_pa;
    for (i = 0; i < MUL_DELAY; i = i + 1)
    begin: gen_mul_b
      mul_b[i + 1] <= mul_b[i];
    end
    reg_sp[3] <= mul_b[MUL_DELAY];
    if (op == I_SL)
    begin
      sl_pd <= alu_din_d;
      sl_pa <= alu_din_a;
    end
    sl_b <= sl_pd << sl_pa;
    reg_sp[0] <= sl_b;
    if (op == I_SR)
    begin
      sr_pd <= alu_din_d;
      sr_pa <= alu_din_a;
    end
    sr_b <= sr_pd >> sr_pa;
    reg_sp[1] <= sr_b;
    if (op == I_SRA)
    begin
      sra_pd <= alu_din_d;
      sra_pa <= alu_din_a;
    end
    sra_b <= $signed(sra_pd) >>> sra_pa;
    reg_sp[2] <= sra_b;
  end
endmodule
```
**run.sh**
```bash
#!/bin/bash
# OpenROAD 26Q1-2900-gdf79404cd8, Yosys 0.63+post, stock flow scripts
make -C /OpenROAD-flow-scripts/flow DESIGN_CONFIG=/design/flow/config.mk WORK_HOME=/design/flow/orfs finish
```
==> impl_metrics.toml <==
# implementation run metrics
[outcome]
status = "complete, no violations"

[worst_setup_path]
r2r-end = "regfile[17][15]"
critPathArrivalTime_ns = 7.43
cp-start-kind = "register"
reg2reg_slack_ns = 8.87
cp_max_fo = 79
endpoint_kind = "register"
worstPathRequired_ns = 16.30
reg2regPathDepth = 21
crit_type = "reg2reg"
rr_startpoint = "inst[6]"

[clocking]
cts_setup_buffers = 0
cts_hold_buf = 0
cts_tree = "built"
htree_levels = 3
clockRootBuffer = "clkbuf_16"
clk_path_buf_depth = 3
clock_latency_ns = 0.70
clock-sinks = 873
cts_buffers = 93
clk_pin_slew_worst_paths_ns = 0.06
post_cts_resized = 0

[timing]
max_freq_mhz = 142
hold_ws_ns = 0.317
fin_tns_setup_ns = 0
hold_viol_final = 0
drv_slew = 0
finalSetupViolCount = 0
max-slew-margin-rel_pct = 36.4
max_slew.worst_pin.slew_ns = 0.955
final.setup_skew_ns = 0.0663
finalClockPeriodUsage_pct = 44.2
rsz0062_at_grt = "false"
fin_crit_ns = 7.03

[min_path]
hp-class = "reg2reg"
min_from = "mul_b[0][15]"
worstHoldEndpoint = "mul_b[1][15]"
hold_path_depth = 0

[synth]
yosys.area.top_type = "edfxtp_1"
synth_area_sq_mm = 0.0424
yosysUniqueCellTypes = 75
ys_cells = 2917
edf_count = 672
yosysTopAreaCellShare_pct = 47.6
yosysChipArea_sq_mm = 0.0424
syn_area_per_cell_sq_um = 14.5
ys_ff = 873
ys_seq_share_pct = 57.1
top_cells_by_area = "edfxtp_1 (48%), mux4_2 (13%), dfxtp_1 (9.5%)"
ff_type = "edfxtp_1"
syn_inst = 2917
postSynth.asyncResetShare_pct = 0
synth_warnings = 3

[power_and_ir_drop]
power.internal_uw = 4190
finalPower_uw = 5650
p_switching_uw = 1450
p_per_area_mw_per_mm2 = 117
combPwrFrac_pct = 13.3
leakage_uw = 0.0167
seqPwrFrac_pct = 47.1
p_clk_share_pct = 39.6
p_sw_share_pct = 25.7
max-vdd-ir-drop_mv = 0.0868

[drt]
routed_wl_um = 132000
viasPerCell = 5.89
ant_nets = 0
drcViolationCount = 0
vias = 26559
post_drt_wl_per_cell_um = 29.3
drt_iter0_markers = 2231
firstDrtPassIters = 6

[placement]
hpwl_um = 86400
gp_congestion = 0.975
port_buffers = 75
dpl-instance-area_sq_mm = 0.0451

[job]
tool_warnings = 46
max_cap_violations = 0

[global_route]
antenna_found_initial = 4
track_usage_pct = 27.1
grt_max_degree = 80
grt_pass1_vias = 28511
grt_pass1_wl_um = 192000
grt_overflow = 0

[floorplanning]
die_h_um = 327
io_pins = 76
rows = 119
dieArea_sq_mm = 0.107
core_sq_mm = 0.105
initial_core_util_pct = 40.3
die_w_um = 327

[cells_and_area]
mostFrequentLayoutCells = "edfxtp_1 (672), mux4_2 (252), nand2_1 (212), dfxtp_1 (191), inv_1 (162)"
layout.cells.most_common = "edfxtp_1"
area_delta_synth_final_pct = 14.1
final_cell_area_sq_mm = 0.0483
drive_above_1_share_pct = 19.9
fill_cells = 8928
[Yosys cell counts, drive strengths merged (5+ instances only)]
| cell | number |
|---|---|
| a211o | 5 |
| a211oi | 19 |
| a21o | 8 |
| a21oi | 101 |
| a221oi | 22 |
| a222oi | 23 |
| a22oi | 52 |
| a31oi | 18 |
| and2 | 76 |
| and3 | 9 |
| buf | 61 |
| clkbuf | 106 |
| dfxtp | 201 |
| edfxtp | 672 |
| fa | 81 |
| ha | 102 |
| inv | 162 |
| mux2 | 31 |
| mux2i | 144 |
| mux4 | 252 |
| nand2 | 212 |
| nand2b | 15 |
| nand3 | 38 |
| nand3b | 6 |
| nand4 | 5 |
| nor2 | 146 |
| nor2b | 40 |
| nor3 | 42 |
| nor3b | 6 |
| nor4 | 15 |
| o2111ai | 13 |
| o211ai | 19 |
| o21a | 9 |
| o21ai | 56 |
| o22ai | 6 |
| o31a | 5 |
| or2 | 7 |
| or3 | 6 |
| xnor2 | 58 |
| xor2 | 14 |
[worst max-delay path by stage]
stage,end,from,slack (ns),cells past startpoint
finish,regfile[17][15],inst[6],8.87,21
CTS,regfile[17][15],inst[6],8.97,19
global route,regfile[16][15],inst[6],8.41,21
[power by group through the flow]
stage	Combinational (uW)	Sequential (uW)	Clock, uW
CTS	749	2660	2270
global route	816	2670	2360
finish	753	2660	2240
[routing by layer]
metal / vias to the layer above / part of all wire, % / GRT usage [%]
met1: 12993 / 33 / 32.7
met4: 14 / 3.8 / 7.78
met3: 278 / 18 / 20.0
met2: 1861 / 45 / 38.7
li1: 11413 / - / -
met5: - / 0.27 / 2.71
[area by class of cell]
cell class / count / area, sq um / share of cell area, %
clock buffers: 115 / 2540 / 5.25
multi-input cells: 1713 / 16900 / 35.0
well taps: 1391 / 1740 / 3.60
diodes: 3 / 7.51 / 0.0155
clock inverters: 60 / 648 / 1.34
flip-flops and latches: 873 / 24200 / 50.1
inverters: 164 / 616 / 1.27
repair buffers: 188 / 1620 / 3.36
[sequential cells by signal, indices dropped and copies added (netlist names), 8 cells and up]
name / cells
reg_sp: 64
mul_pd: 16
sr_pa: 16
sra_pd: 16
mul_pa: 16
mem_d_w_addr: 8
mem_d_r_addr: 8
inst: 16
sra_b: 16
mem_i_r_addr: 8
regfile: 512
mul_b: 64
sra_pa: 16
mem_d_w_data: 16
sl_b: 16
sr_b: 16
sr_pd: 16
sl_pd: 16
sl_pa: 16
[worst max-delay path: stages (launching register included)]
cell and delay [ns]:
dfxtp_4 0.55, buf_4 0.71, buf_12 0.50, mux2i_1 0.29
a22oi_1 0.12, a21oi_1 0.17, nor2_1 0.10, o211ai_1 0.68
inv_1 0.39, a21oi_1 0.27, a31oi_1 0.13, xnor2_1 0.14
ha_1 0.37, and3_1 0.17, o211ai_1 0.15, a311oi_1 0.54
a221oi_1 0.22, xnor2_1 0.34, nor2_1 0.07, mux2i_1 0.19
o2111ai_2 0.17, buf_4 0.29
[through the flow]
step	worst slack [ns]	std cells	util (%)
detailed placement	8.93	4329	42.9
CTS	8.97	4504	46.0
floorplan	9.32	2917	-
finish	8.87	4507	46.0
global route	8.41	4504	46.0
global placement	8.88	4329	42.9
[kinds of logic after synthesis]
family                   count (synthesis)  share of synthesized area (%)
flip-flops                             873                           57.1
AND/OR/NAND/NOR                        635                           7.15
multiplexers                           427                           17.6
AND-OR/OR-AND                          396                           6.49
buffers and inverters                  331                           3.28
adder cells (fa/ha/maj)                183                           6.84
XOR/XNOR                                72                           1.49
